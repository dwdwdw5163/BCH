$ cat /design/flow/run.sh
#!/bin/bash
# OpenROAD 26Q1-2900-gdf79404cd8, Yosys 0.63+post, stock flow scripts
make -C /OpenROAD-flow-scripts/flow DESIGN_CONFIG=/design/flow/config.mk WORK_HOME=/design/flow/orfs finish
$ cat /design/flow/config.mk
export PLATFORM = sky130hd
export DESIGN_NAME = bch_encode
export DESIGN_NICKNAME = bch_encode
export VERILOG_FILES = /design/flow/design.v
export SDC_FILE = /design/flow/constraint.sdc
export NUM_CORES = 4
export LEC_CHECK = 1
export CORE_UTILIZATION = 50
$ cat /design/flow/constraint.sdc
current_design bch_encode

set clk_period 4.9
set clk_io_pct 0.2

create_clock -name clk0 -period $clk_period [get_ports {clk}]

set non_clock_inputs [all_inputs -no_clocks]
set_input_delay [expr $clk_period * $clk_io_pct] -clock clk0 $non_clock_inputs
set_output_delay [expr $clk_period * $clk_io_pct] -clock clk0 [all_outputs]
$ cat /design/flow/design.v
`timescale 1ns / 1ps
module bch_encode #(
    parameter N = 63,
    parameter K = 24,
    parameter WIDTH = 1
) (
    input  clk,
    input  rst_n,
    input  data_in,
    input  data_valid,
    output ecc_out,
    output ecc_valid
);
  wire [WIDTH-1:0] reg_d[0:N-K-1];
  wire [WIDTH-1:0] reg_q[0:N-K-1];
  wire g_coeff[0:N-K];
  assign g_coeff[0]  = 1;
  assign g_coeff[1]  = 0;
  assign g_coeff[2]  = 0;
  assign g_coeff[3]  = 0;
  assign g_coeff[4]  = 0;
  assign g_coeff[5]  = 1;
  assign g_coeff[6]  = 0;
  assign g_coeff[7]  = 0;
  assign g_coeff[8]  = 1;
  assign g_coeff[9]  = 0;
  assign g_coeff[10] = 0;
  assign g_coeff[11] = 1;
  assign g_coeff[12] = 0;
  assign g_coeff[13] = 0;
  assign g_coeff[14] = 0;
  assign g_coeff[15] = 0;
  assign g_coeff[16] = 0;
  assign g_coeff[17] = 1;
  assign g_coeff[18] = 0;
  assign g_coeff[19] = 0;
  assign g_coeff[20] = 0;
  assign g_coeff[21] = 0;
  assign g_coeff[22] = 1;
  assign g_coeff[23] = 1;
  assign g_coeff[24] = 0;
  assign g_coeff[25] = 1;
  assign g_coeff[26] = 0;
  assign g_coeff[27] = 1;
  assign g_coeff[28] = 1;
  assign g_coeff[29] = 0;
  assign g_coeff[30] = 0;
  assign g_coeff[31] = 1;
  assign g_coeff[32] = 0;
  assign g_coeff[33] = 1;
  assign g_coeff[34] = 1;
  assign g_coeff[35] = 0;
  assign g_coeff[36] = 1;
  assign g_coeff[37] = 1;
  assign g_coeff[38] = 1;
  assign g_coeff[39] = 1;
  wire [31:0] lfsr_count_r;
  wire [31:0] lfsr_count_n;
  assign lfsr_count_n = lfsr_count_r == K - 1 ? lfsr_count_r : lfsr_count_r + 1;
  dfflr #(32) lfsr_count (
      data_valid,
      lfsr_count_n,
      lfsr_count_r,
      clk,
      rst_n
  );
  wire feedback = lfsr_count_r == K - 1 ? 0 : reg_q[N-K-1] ^ (data_in & g_coeff[0]);
  genvar i;
  generate
    for (i = 0; i < N - K; i = i + 1) begin : shift_register
      wire [WIDTH-1:0] d_in;
      if (i == 0) begin
        assign d_in = feedback;
      end else begin
        assign d_in = g_coeff[i] ? (reg_q[i-1] ^ feedback) : reg_q[i-1];
      end
      dfflr #(WIDTH) dff_inst (
          .lden (data_valid),
          .dnxt (d_in),
          .qout (reg_q[i]),
          .clk  (clk),
          .rst_n(rst_n)
      );
    end
  endgenerate
  assign ecc_out   = reg_q[N-K-1];
  assign ecc_valid = lfsr_count_r == K - 1;
endmodule
module dfflrs #(
    parameter DW = 32
) (
    input           lden,
    input  [DW-1:0] dnxt,
    output [DW-1:0] qout,
    input clk,
    input rst_n
);
   reg [DW-1:0] qout_r;
   always @(posedge clk or negedge rst_n) begin : DFFLRS_PROC
      if (rst_n == 1'b0) qout_r <= {DW{1'b1}};
      else if (lden == 1'b1) qout_r <= #1 dnxt;
   end
   assign qout = qout_r;
endmodule
module dfflr #(
    parameter DW = 32
) (
    input           lden,
    input  [DW-1:0] dnxt,
    output [DW-1:0] qout,
    input clk,
    input rst_n
);
   reg [DW-1:0] qout_r;
   always @(posedge clk or negedge rst_n) begin : DFFLR_PROC
      if (rst_n == 1'b0) qout_r <= {DW{1'b0}};
      else if (lden == 1'b1) qout_r <= #1 dnxt;
   end
   assign qout = qout_r;
endmodule
module dffl #(
    parameter DW = 32
) (
    input           lden,
    input  [DW-1:0] dnxt,
    output [DW-1:0] qout,
    input clk
);
   reg [DW-1:0] qout_r;
   always @(posedge clk) begin : DFFL_PROC
      if (lden == 1'b1) qout_r <= #1 dnxt;
   end
   assign qout = qout_r;
endmodule
module dffrs #(
    parameter DW = 32
) (
    input  [DW-1:0] dnxt,
    output [DW-1:0] qout,
    input clk,
    input rst_n
);
   reg [DW-1:0] qout_r;
   always @(posedge clk or negedge rst_n) begin : DFFRS_PROC
      if (rst_n == 1'b0) qout_r <= {DW{1'b1}};
      else qout_r <= #1 dnxt;
   end
   assign qout = qout_r;
endmodule
module dffr #(
    parameter DW = 32
) (
    input  [DW-1:0] dnxt,
    output [DW-1:0] qout,
    input clk,
    input rst_n
);
   reg [DW-1:0] qout_r;
   always @(posedge clk or negedge rst_n) begin : DFFR_PROC
      if (rst_n == 1'b0) qout_r <= {DW{1'b0}};
      else qout_r <= #1 dnxt;
   end
   assign qout = qout_r;
endmodule
==> flow.log <==
[metrics] run summary
INFO  metric result_of_the_run = complete, no violations
INFO  metric async_set_or_reset_flop_fraction_in_the_synthesized_netlist = around 100%
INFO  metric edf_count = 0
INFO  metric hold_path_class = reg -> reg
INFO  metric h-tree-depth = 3
INFO  metric post_route_cells_drive_above_1_share = around a fifth
INFO  metric route.detailed.wl_per_inst = 15.3 µm
INFO  metric yosysTopAreaCellShare = between 50% and 60%
INFO  metric worstPathCellList = ha_1 -> nor4b_2 -> nand4_2 -> nor2_1 -> clkdlybuf4s50_1
INFO  metric rrSetupSlack = 2.76 ns
INFO  metric netlist_instances = 255
INFO  metric fin_crit_sh = 64.0%
INFO  metric worst_slack_at_placement = ~2.1 ns
INFO  metric num_vias = about 1900
INFO  metric floorplan_stage_core_utilization = between 50% and 60%
INFO  metric place_inst = around 330
INFO  metric critical_path.max_fanout = 6
INFO  metric place.detailed.hpwl = around 3300 µm
INFO  metric tritoncts_num_sinks = roughly 71
INFO  metric report.final.setup_viol = 0
INFO  metric warning_total_across_the_stage_logs = 25
INFO  metric ys_top_cells_by_area = dfrtp_1 (54%), mux2i_1 (8.6%), mux2_2 (8.3%), xor2_1 (4.6%), xnor2_1 (4.0%)
INFO  metric power-per-cell-area = 500 nW/µm²
INFO  metric worstSetupStartpointType = flop
INFO  metric final_antenna_net_count = 0
INFO  metric stdcell_area = 3590 µm²
INFO  metric area_growth_syn_to_layout = 9.98%
INFO  metric port_buffers = 5
INFO  metric r2r_cells = 5
INFO  metric final_layout_top_logic_cells = dfrtp_1 (71), mux2i_1 (28), mux2_2 (24)
INFO  metric cts_tree = built
INFO  metric worst_path_max_delay_cell = clkdlybuf4s50_1
INFO  metric synth_area_per_cell = approximately 13 µm²
INFO  metric cellLeakagePower = 1.65 nW
INFO  metric drc_errors = 0
INFO  metric finClkSkew = 0.00572 ns
INFO  metric worst-slew-pin-transition = about 0.72 ns
INFO  metric die.size.y = about 83 µm
INFO  metric drt-total-wl = ~5300 µm
INFO  metric crit_type = reg -> out
INFO  metric layout_setup_ws = 1.76 ns
INFO  metric drt_pass1_iterations = 4
INFO  metric gp_routability_congestion = 0.811
INFO  metric cpPeakStageDelay = roughly 0.49 ns
INFO  metric synth_warn = 3
INFO  metric finalCoreUtilization = around 57%
INFO  metric global_route.peak_usage_layer = met1
INFO  metric number_of_endpoints_with_negative_hold_slack_in_the_final_report = 0
INFO  metric die_width = 82.8 µm
INFO  metric max-vdd-ir-drop = 0.256 mV
INFO  metric grt_util_met3 = 3.90%
INFO  metric antennaDiodeCount = 0
INFO  metric rsz0062_at_grt = no
INFO  metric timing.critical_path.arrival = 2.16 ns
INFO  metric clock_buffer_count_from_cts = 9
INFO  metric instance_area_after_placement = 3350 µm²
INFO  metric largest_area_cell = dfrtp_1
INFO  metric synth_cell_type_count = 39
INFO  metric track_usage = between 10% and 20%
INFO  metric cts_hold_repair.buffers = 0
INFO  metric pin_count = 6
INFO  metric grt_antenna_before_repair = 0
INFO  metric min_delay_path_depth = 1
INFO  metric clk_path_buf_depth = 2
INFO  metric timing_max_transition_violations_final = 0
INFO  metric post_cts_resized = 0
INFO  metric top_achievable_clock_speed = around 0.32 GHz
INFO  metric synth-cells-yosys = roughly 260
INFO  metric synth.yosys.chip_area = 3260 µm²
INFO  metric rows = 29
INFO  metric final_common_cell = dfrtp_1
INFO  metric global_route.usage.met2 = 26.7%
INFO  metric capture_point_of_the_worst_reg_to_reg_path = shift_register[5].dff_inst.qout_r$_DFFE_PN0P_
INFO  metric die_area = 6850 µm²
INFO  metric first_global_vias = 1877
INFO  metric clk_pin_slew_worst_paths = 0.07 ns
INFO  metric hp-start = shift_register[7].dff_inst.qout_r$_DFFE_PN0P_
INFO  metric required = 3.92 ns
INFO  metric post_layout_nonfiller_instances = between 300 and 400
INFO  metric fin_setup_tns = 0 ns
INFO  metric grt_use_met1 = between 20% and 30%
INFO  metric clkLatencyLatePin = 0.34 ns
INFO  metric post-route-min-period = 3.14 ns
INFO  metric gr-total-overflow = 0
INFO  metric syn_area = ~3300 µm²
INFO  metric post_synthesis_register_bit_count = 71
INFO  metric synth-main-ff-cell = dfrtp_1
INFO  metric rr_startpoint = lfsr_count.qout_r[0]$_DFFE_PN0P_
INFO  metric first_pass_grt_wire_length = 8840 µm
INFO  metric drt_first_iter_violations = 74
INFO  metric drv.max_cap_violation_count = 0
INFO  metric timing.critical_path.to_type = output port
INFO  metric hold-path-endpoint = shift_register[8].dff_inst.qout_r$_DFFE_PN0P_
INFO  metric drt-vias-per-instance = 5.49
INFO  metric core-area = 6310 µm²
INFO  metric synth.yosys.seq_area_share = 54.5%
INFO  metric timing.slew.headroom = approximately 52%
INFO  metric clk_root_buffer_cell = clkbuf_8
INFO  metric grt_start_max_net_pins = 49
INFO  metric post_cts.repair.setup_buffers = 0
[cells in the mapped netlist (all sizes together), types with 2 or more instances]
master  instances
buf             7
mux2           24
nor4            7
nand3           8
nand4           7
mux2i          28
nor2           11
o21ai           4
inv             7
xor2           17
and3            2
dfrtp          71
o211ai          2
clkbuf          2
nor3           10
and4            8
nand2          13
xnor2          15
[per-stage QoR]
step	power, W	hold slack, ns
finish	0.00179	0.470
global route	0.00192	0.500
CTS	0.00182	0.472
detailed placement	0.00128	0.466
global placement	0.00127	0.454
floorplan	0.00119	0.441
[sequential cells by signal (all words and copies together) (netlist names)]
signal and cells:
lfsr_count.qout_r 32, shift_register.dff_inst.qout_r 39
[worst max path at each step]
stage / cells past startpoint / slack, ns / endpoint / from
6_report: 5 / 1.76 / ecc_valid / lfsr_count.qout_r[0]$_DFFE_PN0P_
5_1_grt: 5 / 1.59 / ecc_valid / lfsr_count.qout_r[0]$_DFFE_PN0P_
4_1_cts: 5 / 1.73 / ecc_valid / lfsr_count.qout_r[0]$_DFFE_PN0P_
[report_power, final]
| part | total [W] | internal [W] | leakage [nW] | switching (W) |
|---|---|---|---|---|
| sequential | 0.000919 | 0.000778 | 0.881 | 0.000141 |
| combinational | 0.000347 | 0.000211 | 0.660 | 0.000136 |
| clock | 0.000528 | 0.000313 | 0.112 | 0.000214 |
| total | 0.00179 | 0.00130 | 1.65 | 0.000491 |
[layout make-up]
type | instances | area [µm²]
multi-input combinational | 168 | 1400
fill | 534 | 2730
timing repair buffer | 7 | 55.1
sequential | 71 | 1780
tap | 77 | 96.3
inverter | 7 | 26.3
clock inverter | 5 | 80.1
clock buffer | 11 | 151
[cells by family after synthesis]
family | Yosys count | synth area share [%]
fa+ha+maj | 1 | 0.384
simple gates | 74 | 14.8
flops | 71 | 54.5
buf+inv | 16 | 2.57
compound gates | 9 | 2.26
mux | 52 | 16.9
xor+xnor | 32 | 8.60
[critical path, delay by kind of cell, from the launching register on]
| kind | cells | cell delay, ns |
|---|---|---|
| adders and majority gates | 1 | 0.22 |
| buffers and inverters | 1 | 0.49 |
| DFF | 1 | 0.41 |
| and+or+nand+nor | 3 | 0.69 |
[routing by layer]
| metal | wire length, µm | part of all wire, % | vias to the layer above |
|---|---|---|---|
| li1 | - | - | 925 |
| met1 | 2650 | 50 | 949 |
| met2 | 2420 | 46 | 17 |
| met3 | 123 | 2.3 | 9 |
| met4 | 89 | 1.7 | 0 |
| met5 | 0 | 0 | - |
Power figures rest on the tool's default switching activity, not on a simulated workload.
