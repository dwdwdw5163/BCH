--- /design/flow/config.mk ---
export PLATFORM = sky130hd
export DESIGN_NAME = dffl
export DESIGN_NICKNAME = dffl
export VERILOG_FILES = /design/flow/design.v
export SDC_FILE = /design/flow/constraint.sdc
export NUM_CORES = 4
export LEC_CHECK = 1
export CORE_AREA = 10 10 95 95
export DIE_AREA = 0 0 105 105
--- /design/flow/constraint.sdc ---
current_design dffl

set clk_period 1.0
set clk_io_pct 0.2

create_clock -name clk0 -period $clk_period [get_ports {clk}]

set non_clock_inputs [all_inputs -no_clocks]
set_input_delay [expr $clk_period * $clk_io_pct] -clock clk0 $non_clock_inputs
set_output_delay [expr $clk_period * $clk_io_pct] -clock clk0 [all_outputs]
--- /design/flow/design.v ---
module dfflrs #(
    parameter DW = 32
) (
    input           lden,
    input  [DW-1:0] dnxt,
    output [DW-1:0] qout,
    input clk,
    input rst_n
);
   reg [DW-1:0] qout_r;
   always @(posedge clk or negedge rst_n) begin : DFFLRS_PROC
      if (rst_n == 1'b0) qout_r <= {DW{1'b1}};
      else if (lden == 1'b1) qout_r <= #1 dnxt;
   end
   assign qout = qout_r;
endmodule
module dfflr #(
    parameter DW = 32
) (
    input           lden,
    input  [DW-1:0] dnxt,
    output [DW-1:0] qout,
    input clk,
    input rst_n
);
   reg [DW-1:0] qout_r;
   always @(posedge clk or negedge rst_n) begin : DFFLR_PROC
      if (rst_n == 1'b0) qout_r <= {DW{1'b0}};
      else if (lden == 1'b1) qout_r <= #1 dnxt;
   end
   assign qout = qout_r;
endmodule
module dffl #(
    parameter DW = 32
) (
    input           lden,
    input  [DW-1:0] dnxt,
    output [DW-1:0] qout,
    input clk
);
   reg [DW-1:0] qout_r;
   always @(posedge clk) begin : DFFL_PROC
      if (lden == 1'b1) qout_r <= #1 dnxt;
   end
   assign qout = qout_r;
endmodule
module dffrs #(
    parameter DW = 32
) (
    input  [DW-1:0] dnxt,
    output [DW-1:0] qout,
    input clk,
    input rst_n
);
   reg [DW-1:0] qout_r;
   always @(posedge clk or negedge rst_n) begin : DFFRS_PROC
      if (rst_n == 1'b0) qout_r <= {DW{1'b1}};
      else qout_r <= #1 dnxt;
   end
   assign qout = qout_r;
endmodule
module dffr #(
    parameter DW = 32
) (
    input  [DW-1:0] dnxt,
    output [DW-1:0] qout,
    input clk,
    input rst_n
);
   reg [DW-1:0] qout_r;
   always @(posedge clk or negedge rst_n) begin : DFFR_PROC
      if (rst_n == 1'b0) qout_r <= {DW{1'b0}};
      else qout_r <= #1 dnxt;
   end
   assign qout = qout_r;
endmodule
--- /design/flow/run.sh ---
#!/bin/bash
# OpenROAD 26Q1-2900-gdf79404cd8, Yosys 0.63+post, stock flow scripts
make -C /OpenROAD-flow-scripts/flow DESIGN_CONFIG=/design/flow/config.mk WORK_HOME=/design/flow/orfs finish
==> flow_metrics.py <==
# Physical implementation metrics
metrics = {
    "floorplan": {
        "die_w_um": 105,
        "dieArea_mm2": 0.0110,
        "io_pins": 66,
        "rows": 30,
        "initial_core_util": 0.139,
        "die_h_um": 105,
        "core-area_mm2": 0.00691,
    },
    "placement": {
        "placed_cells": 195,
        "dpl_cell_area_mm2": 0.00177,
        "port_buffers": 65,
        "dpl_worst_slack_ns": -0.00959,
        "routabilityCongestion": 0.690,
    },
    "synthesis": {
        "synth_cell_types": 1,
        "ys_warn_count": 1,
        "yosysCellCount": 32,
        "numSynthFlops": 32,
        "syn_inst": 32,
        "synth.avg_cell_area_um2": 30.0,
        "postSynthSeqShare": 1.00,
        "syn-cell-area_um2": 961,
        "ys_area_um2": 961,
    },
    "outcome": {
        "outcome": "completed",
    },
    "final_timing": {
        "worst_slack_ns": 0.0256,
        "drv_slew": 0,
        "tightestPinTransition_ns": 0.114,
        "rsz0062_at_grt": "true",
        "finalSetupTns_ns": 0,
        "setup-violations-final": 0,
        "maxSlewHeadroom": 0.924,
        "whs_ns": 0.338,
        "max_freq_mhz": 1030,
        "fin_crit_ns": 0.974,
        "finalClockPeriodUsage": 0.974,
        "hold_viol": 0,
    },
    "worst_setup_path": {
        "crit_chain": "buf_2",
        "start_kind": "flop",
        "max_stage_delay_ns": 0.38,
        "startpoint": "qout_r[26]$_DFFE_PP_",
        "worst-path-stages": 1,
        "crit_path_end": "qout[26]",
        "crit_type": "reg -> out",
        "worstSetupEndpointType": "primary output",
        "cp_max_fo": 1,
        "crit_buf_inv": 1,
        "critPathSlowestCell": "edfxtp_1",
        "required_ns": 0.80,
        "worstPathArrival_ns": 0.77,
        "critPathTopFamily": "flip-flops",
    },
    "route": {
        "vias": 591,
        "wirelength_um": 2750,
        "final_antenna_net_count": 0,
        "firstDrtPassIters": 2,
        "diodes": 0,
        "drc_errors": 0,
        "via_per_inst": 2.91,
        "drt_iter0_drc": 12,
        "wl_per_cell_um": 13.5,
    },
    "power": {
        "powerDensity_mw_per_mm2": 1660,
        "vdd_ir_drop_max_mv": 0.477,
        "p_leak_nw": 0.632,
    },
    "clock_network": {
        "cts_made_buffers": 5,
        "cts.sinks": 32,
        "cts_tree": "done",
        "cts_htree_levels": 2,
        "root_buffer": "clkbuf_8",
        "cts_setup_buffers": 0,
        "cts_hold_buf": 0,
        "cts_resized": 99,
        "cts_buffer_depth": 2,
        "clk_pin_slew_ns": 0.07,
    },
    "layout": {
        "layout.cells.non_filler": 203,
        "area_growth_pct": 75.8,
        "final_area_mm2": 0.00169,
        "num-multi-input-gates": 0,
        "largest_reg_flops": 32,
        "largest_registers": "qout_r: 32 flops",
        "logic_area_um2": 0,
        "drive_above_1_share": 0.393,
        "regMostFlops": "qout_r",
    },
    "global_route": {
        "grt_pass1_vias": 661,
        "grt-ovfl-total": 0,
        "grt_pass1_wl_um": 4100,
        "antenna_found_initial": 0,
        "grtUsageTotal": 0.0486,
        "grt_max_degree": 20,
    },
    "flow_run": {
        "warning_count": 26,
        "drv_cap": 0,
    },
    "min_path": {
        "hp-class": "in -> reg",
    },
}
power breakdown:
group | total [mW] | internal [mW] | switching, mW | leakage [nW]
clock | 0.941 | 0.472 | 0.469 | 0.0453
sequential | 1.61 | 1.59 | 0.0200 | 0.313
combinational | 0.251 | 0.186 | 0.0645 | 0.274
total | 2.80 | 2.25 | 0.554 | 0.632
logic make-up (layout without fill, tap and decap cells):
| kind of cell | Yosys count | count (layout) | share of synthesized area |
|---|---|---|---|
| buffers and inverters | 0 | 75 | 0 |
| flip-flops | 32 | 32 | 1.00 |
how the worst min path moves through the flow:
stage / startpoint / to / slack [ns] / cells after the start
after CTS: lden / qout_r[13]$_DFFE_PP_ / 0.34 / 2
after global routing: lden / qout_r[13]$_DFFE_PP_ / 0.34 / 2
final: lden / qout_r[13]$_DFFE_PP_ / 0.34 / 2
metrics by stage:
step,power [mW],util
after floorplan,1.62,-
after global placement,2.00,0.256
after detailed placement,2.00,0.256
after CTS,2.88,0.245
after global routing,2.96,0.245
final,2.80,0.245
final cells by class:
| cell class | count | area, um^2 |
|---|---|---|
| clock buffer | 5 | 68.8 |
| clock inverter | 3 | 13.8 |
| fill | 734 | 5220 |
| sequential | 32 | 961 |
| tap | 96 | 120 |
| timing repair buffer | 67 | 526 |
cells in the final DEF, fill, tap and decap left out, drive strengths merged:
cell type and count:
clkdlybuf4s50 32, edfxtp 32, clkbuf 5, buf 35
clkinv 3
synth_stat cells, drive strengths merged:
master / instances / area [um^2]
edfxtp: 32 / 961
routing by layer:
metal | vias up | wire (um) | global-route usage
met3 | 3 | 383 | 0.0335
met5 | - | 0 | 0
li1 | 275 | - | -
met4 | 0 | 30 | 0.00784
met2 | 41 | 1300 | 0.0765
met1 | 272 | 1030 | 0.0542
Power and IR drop assume default switching activity.
